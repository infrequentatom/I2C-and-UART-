File: flow/design.v
`timescale 1ns / 1ps
module uart_rx #(
    parameter P_DATA_BITS       = 8,
    parameter P_PARITY_TYPE     = 0,
    parameter P_STOP_BITS       = 1
) (
    input  wire i_clk,
    input  wire i_rst_n,
    input  wire i_serial_rx,
    output reg o_rx_data,
    output reg o_rx_data_valid,
    output reg o_parity_err,
    output reg o_framing_err
);
    reg [2:0] r_state;
    reg [3:0] r_sample_cnt;
    reg [3:0] r_bit_cnt;
    reg [2:0] r_rx_sync;
    reg r_data_temp;
    reg r_parity_bit, r_stop_bit;
    wire w_rx_in = r_rx_sync[1];
    wire w_vote = (r_rx_sync[1] & r_rx_sync[2]) | (r_rx_sync[1] & r_rx_sync) | (r_rx_sync[2] & r_rx_sync);
    wire w_calc_parity = (P_PARITY_TYPE == 1)? ^r_data_temp : (P_PARITY_TYPE == 2)? ~^r_data_temp : 0;
    always @(posedge i_clk or negedge i_rst_n) begin
        if (!i_rst_n) r_rx_sync <= 3'b111;
        else r_rx_sync <= {r_rx_sync[1:0], i_serial_rx};
    end
    always @(posedge i_clk or negedge i_rst_n) begin
        if (!i_rst_n) begin
            r_state <= 0;
            r_sample_cnt <= 0;
            r_bit_cnt <= 0;
            o_rx_data_valid <= 0;
            o_parity_err <= 0;
            o_framing_err <= 0;
        end else begin
            o_rx_data_valid <= 0;
            case (r_state)
                0: if (!w_rx_in) begin r_state <= 1; r_sample_cnt <= 0; end
                1: begin  
                    if (r_sample_cnt == 7) begin
                        if (!w_vote) begin r_state <= 2; r_sample_cnt <= 0; r_bit_cnt <= 0; end
                        else r_state <= 0;
                    end else r_sample_cnt <= r_sample_cnt + 1;
                end
                2: begin  
                    if (r_sample_cnt == 15) begin
                        r_sample_cnt <= 0;
                        r_data_temp[r_bit_cnt] <= w_vote;
                        if (r_bit_cnt == P_DATA_BITS-1) r_state <= (P_PARITY_TYPE!= 0)? 3 : 4;
                        else r_bit_cnt <= r_bit_cnt + 1;
                    end else r_sample_cnt <= r_sample_cnt + 1;
                end
                3: begin  
                    if (r_sample_cnt == 15) begin
                        r_sample_cnt <= 0;
                        r_parity_bit <= w_vote;
                        r_state <= 4;
                    end else r_sample_cnt <= r_sample_cnt + 1;
                end
                4: begin  
                    if (r_sample_cnt == 15) begin
                        r_stop_bit <= w_vote;
                        r_state <= 5;
                    end else r_sample_cnt <= r_sample_cnt + 1;
                end
                5: begin  
                    o_rx_data <= r_data_temp;
                    o_rx_data_valid <= 1;
                    o_framing_err <=!r_stop_bit;
                    if (P_PARITY_TYPE!= 0) o_parity_err <= (r_parity_bit!= w_calc_parity);
                    r_state <= 0;
                end
            endcase
        end
    end
endmodule
File: flow/run.sh
#!/bin/bash
# OpenROAD 26Q1-2900-gdf79404cd8, Yosys 0.63+post, stock flow scripts
make -C /OpenROAD-flow-scripts/flow DESIGN_CONFIG=/design/flow/config.mk WORK_HOME=/design/flow/orfs finish
File: flow/config.mk
export PLATFORM = sky130hd
export DESIGN_NAME = uart_rx
export DESIGN_NICKNAME = uart_rx
export VERILOG_FILES = /design/flow/design.v
export SDC_FILE = /design/flow/constraint.sdc
export NUM_CORES = 4
export LEC_CHECK = 1
export CORE_AREA = 10 10 94 94
export DIE_AREA = 0 0 104 104
File: flow/constraint.sdc
current_design uart_rx

set clk_period 2.6
set clk_io_pct 0.2

create_clock -name clk0 -period $clk_period [get_ports {i_clk}]

set non_clock_inputs [all_inputs -no_clocks]
set_input_delay [expr $clk_period * $clk_io_pct] -clock clk0 $non_clock_inputs
set_output_delay [expr $clk_period * $clk_io_pct] -clock clk0 [all_outputs]
==> results.txt <==
Outcome: complete, no violations
TritonCTS buffer count: 3
Htree depth: 1
Yosys cell types: 32
Post_cts resized: 0
Final Hold Fails: 0
Area overhead of the layout relative to synthesis: 21.2%
Pin count of the biggest net entering global routing: 16
Data arrival time at the worst-slack endpoint: 2.07 ns
Weighted congestion at the end of routability-driven global placement: 0.797
Number of nets still failing antenna checks after routing: 0
Top Ports: 7
Latest clock arrival within the worst-skew pair: 0.26 ns
Y dimension of the die: 104 µm
Die Area: 10800 µm²
Total wirelength of the detailed-routed design: 1760 µm
Cell row count: 30
Sum Neg Setup Slack: 0 ns
Simple-Gate Area Share: 23.9%
Dominant cell area share: 34.7%
Violation tally from detailed-route iteration zero: 14
Routed via count: 708
Final HPWL from detailed placement: 1290 µm
Top logic cell family in the synthesized netlist: simple AND/OR/NAND/NOR gates
Final setup fails: 0
Maximum root-to-sink buffer count: 2
Core Footprint: 6830 µm²
Number of search-and-repair iterations in the first detailed-routing pass: 4
Setup repair after global routing missed its margin: no
Met3 routed WL: 93 µm
Flops after synth: 21
Average footprint of a synthesized cell: 10.5 µm²
Number of enable flip-flop cells: 3
Min Tclk post-route: 1.87 ns
Post-CTS clock slew at the launch and capture registers of the worst setup and hold paths: 0.08 ns
Number of diodes: 0
Top cell types by occurrence after synthesis: sky130_fd_sc_hd__nand2_1, sky130_fd_sc_hd__dfrtp_1, sky130_fd_sc_hd__o21ai_0
Chip Width: 104 µm
Worst Setup Path Type: flop to flop
Max Cap Viol: 0
Clock sink count: 21
Buffer type at the clock tree root: sky130_fd_sc_hd__clkbuf_8
Via/cell ratio: 3.54
Peak supply drop: 0.133 mV
Post-detailed-route DRC marker count: 0
MUX area fraction: 2.11%
Pre-placement core utilization: 14.8%
Antenna violations before repair: 0
Fraction of layout cells with a size suffix above 1: 13.5%
Tool warnings: 26
Number of standard cells reported by yosys: 96
Average wire per cell in the routed design: 8.78 µm
Portion of the post-synthesis area used by sequential elements: 54.0%
Class of the tightest hold or removal check: flop to flop
Global-route wire length before repair: 3150 µm
Yosys warns: 1
Critical Path Fanout Max: 6
Cell with the most instances after synthesis: sky130_fd_sc_hd__nand2_1
Highest clock frequency the design can meet: 534 MHz
Post-synthesis cell area: 1010 µm²
Number of buffers inserted by post-CTS setup repair: 0
Final setup skew: 0.00726 ns
Routed length on met1: 912 µm
Worst setup SP type: flop
Synthesis area per yosys: 1010 µm²
Via count of the first global-routing pass: 681
Highest layer used for signal routing: met4
Required @ worst endpoint: 2.80 ns
Overall fraction of global-route tracks in use: 3.22%
Power per unit of standard cell area: 464 nW/µm²
Hold buffers post-CTS: 0
Largest area contributor in the synthesized netlist: sky130_fd_sc_hd__dfrtp_1
Post-synthesis share of cell area spent on xor and xnor gates: 0%
Fraction of synthesis flops using an asynchronous set or reset pin: 85.7%
Synth top area cells: sky130_fd_sc_hd__dfrtp_1, sky130_fd_sc_hd__dfstp_2, sky130_fd_sc_hd__edfxtp_1
Number of instances in the synthesized netlist: 96
Total design power: 568 µW
Count of input and output buffers: 5
Adder-cell share of the synthesized area: 4.83%
Clock tree from TritonCTS: done
Slew Limit Fails: 0
And-or/or-and share of the synthesized area: 11.2%
Fraction of the cycle the final worst path needs: 72.1%
P_leak: 0.000487 µW
Most used flip-flop cell: sky130_fd_sc_hd__dfrtp_1
Routed wire length on met2: 676 µm
CP endpoint kind: flop
GRT Residual Overflow: 0
[routing by layer]
layer	global-route usage [%]	vias to the layer above
met4	1.19	0
met3	0.627	4
met1	4.78	328
met2	4.50	17
met5	0	-
li1	-	359
[cell type report]
type | count | area (µm²)
clock buffers | 3 | 41.3
clock inverters | 1 | 5.00
fillers | 757 | 5610
inverters | 5 | 18.8
multi-input cells | 67 | 428
flip-flops and latches | 21 | 546
well taps | 96 | 120
repair buffers | 7 | 65.1
[registers in the layout (all words and copies together), names as in the netlist]
| signal | cells |
|---|---|
| o_framing_err | 1 |
| o_rx_data | 1 |
| o_rx_data_valid | 1 |
| r_bit_cnt | 4 |
| r_data_temp | 1 |
| r_rx_sync | 3 |
| r_sample_cnt | 4 |
| r_state | 5 |
| r_stop_bit | 1 |
[through the flow]
stage                     std cells  setup WS [ns]  hold slack (ns)  area [µm²]  util [%]
after floorplan                  96          0.845            0.224        1010         -
after global placement          196          0.762            0.361        1180      17.2
after detailed placement        196          0.724            0.365        1180      17.2
after CTS                       200          0.708            0.377        1220      17.9
after global routing            200          0.563            0.380        1220      17.9
final                           200          0.726            0.377        1220      17.9
[cells in the final DEF (no fill, tap or decap), types with 4 or more instances in the layout]
cell type and n:
sky130_fd_sc_hd__clkdlybuf4s50_1 5, sky130_fd_sc_hd__nand3_1 4, sky130_fd_sc_hd__inv_1 5, sky130_fd_sc_hd__nor2_1 7, sky130_fd_sc_hd__nand2_1 15, sky130_fd_sc_hd__dfstp_2 4
sky130_fd_sc_hd__dfrtp_1 14, sky130_fd_sc_hd__o21ai_0 8
[final timing paths]
path	cells after the start	slack (ns)	from	to
worst min register to register	0	0.38	r_rx_sync[0]	r_rx_sync[1]
worst max register to register	6	0.73	r_sample_cnt[0]	r_sample_cnt[2]
worst max-delay path	6	0.73	r_sample_cnt[0]	r_sample_cnt[2]
worst min-delay path	0	0.38	r_rx_sync[0]	r_rx_sync[1]
max in group asynchronous	2	1.57	i_rst_n	r_state[0]
min in group asynchronous	1	0.51	i_rst_n	o_framing_err
[power breakdown]
group | leakage [µW] | total (µW) | switching [µW] | internal, µW
Sequential | 0.000265 | 339 | 1.88 | 337
Clock | 0.0000255 | 213 | 107 | 107
Combinational | 0.000197 | 15.5 | 9.29 | 6.23
Total | 0.000487 | 568 | 118 | 450
[cells by family after synthesis]
| logic type | count (synthesis) |
|---|---|
| buf+inv | 8 |
| mux | 2 |
| simple gates | 43 |
| other cells | 1 |
| flops | 21 |
| fa+ha+maj | 4 |
| compound gates | 17 |
[worst max-delay path, stage by stage (launching register included)]
cell and delay (ns):
sky130_fd_sc_hd__dfrtp_1 0.40, sky130_fd_sc_hd__ha_1 0.25, sky130_fd_sc_hd__and3_1 0.20, sky130_fd_sc_hd__a221oi_1 0.24
sky130_fd_sc_hd__nand2_1 0.17, sky130_fd_sc_hd__or4b_1 0.48, sky130_fd_sc_hd__nand2_1 0.07
Power figures rest on the tool's default switching activity, not on a simulated workload.
