### /design/flow/run.sh
#!/bin/bash
# OpenROAD 26Q1-2900-gdf79404cd8, Yosys 0.63+post, stock flow scripts
make -C /OpenROAD-flow-scripts/flow DESIGN_CONFIG=/design/flow/config.mk WORK_HOME=/design/flow/orfs finish
### /design/flow/config.mk
export PLATFORM = sky130hd
export DESIGN_NAME = i2c_master_core
export DESIGN_NICKNAME = i2c_master_core
export VERILOG_FILES = /design/flow/design.v
export SDC_FILE = /design/flow/constraint.sdc
export NUM_CORES = 4
export LEC_CHECK = 1
export CORE_UTILIZATION = 30
### /design/flow/constraint.sdc
current_design i2c_master_core

set clk_period 4.0
set clk_io_pct 0.2

create_clock -name clk0 -period $clk_period [get_ports {clk}]

set non_clock_inputs [all_inputs -no_clocks]
set_input_delay [expr $clk_period * $clk_io_pct] -clock clk0 $non_clock_inputs
set_output_delay [expr $clk_period * $clk_io_pct] -clock clk0 [all_outputs]
### /design/flow/design.v
module i2c_master_core (
    input wire clk,
    input wire rst_n,
    input wire start,
    input wire stop,
    input wire [6:0] addr,
    input wire rw,
    input wire [7:0] data_in,
    output reg [7:0] data_out,
    output reg busy,
    output reg done,
    output reg ack_error,
    output reg arb_lost,
    inout wire sda,
    inout wire scl
);
    parameter CLK_FREQ = 100000000;
    parameter I2C_FREQ = 100000;
    localparam DIVIDER = CLK_FREQ / I2C_FREQ;
    localparam QUARTER = DIVIDER / 4;
    localparam S_IDLE = 0;
    localparam S_START = 1;
    localparam S_ADDR = 2;
    localparam S_RW = 3;
    localparam S_ACK = 4;
    localparam S_DATA = 5;
    localparam S_ACK2 = 6;
    localparam S_STOP = 7;
    reg [2:0] state;
    reg sda_o, scl_o;
    reg sda_oe, scl_oe;
    reg [15:0] cnt;
    reg [2:0] bit_cnt;
    reg [7:0] shift_reg;
    reg [7:0] rx_reg;
    wire sda_i, scl_i;
    assign sda = sda_oe? (sda_o? 1'bz : 1'b0) : 1'bz;
    assign scl = scl_oe? (scl_o? 1'bz : 1'b0) : 1'bz;
    assign sda_i = sda;
    assign scl_i = scl;
    reg stretch;
    always @(posedge clk or negedge rst_n) begin
        if (!rst_n) begin
            cnt <= 0;
            state <= S_IDLE;
            sda_o <= 1; scl_o <= 1;
            sda_oe <= 0; scl_oe <= 0;
            bit_cnt <= 0;
            busy <= 0; done <= 0;
            ack_error <= 0; arb_lost <= 0;
            data_out <= 0; rx_reg <= 0;
            stretch <= 0;
        end else begin
            if (scl_oe && scl_o &&!scl_i) begin
                stretch <= 1;
            end else begin
                stretch <= 0;
                if (cnt == DIVIDER - 1) cnt <= 0;
                else cnt <= cnt + 1;
            end
            if (!stretch) begin
                case (state)
                    S_IDLE: begin
                        busy <= 0; done <= 0; ack_error <= 0; arb_lost <= 0;
                        sda_oe <= 1; scl_oe <= 1;
                        sda_o <= 1; scl_o <= 1;
                        if (start) begin
                            state <= S_START;
                            busy <= 1;
                            shift_reg <= {addr, rw};
                            cnt <= 0;
                        end
                    end
                    S_START: begin
                        if (cnt == QUARTER) sda_o <= 0; 
                        else if (cnt == QUARTER*2) scl_o <= 0;
                        else if (cnt == QUARTER*3) begin
                            state <= S_ADDR;
                            bit_cnt <= 7;
                        end
                    end
                    S_ADDR: begin
                        if (cnt == 0) begin
                            sda_o <= shift_reg[bit_cnt];
                            if (sda_o &&!sda_i) begin 
                                arb_lost <= 1;
                                state <= S_IDLE;
                            end
                        end 
                        else if (cnt == QUARTER) scl_o <= 1;
                        else if (cnt == QUARTER*2) begin end 
                        else if (cnt == QUARTER*3) begin
                            scl_o <= 0;
                            if (bit_cnt == 0) state <= S_ACK;
                            else bit_cnt <= bit_cnt - 1;
                        end
                    end
                    S_ACK: begin
                        if (cnt == 0) begin
                            sda_oe <= 0; 
                        end
                        else if (cnt == QUARTER) scl_o <= 1;
                        else if (cnt == QUARTER*2) begin
                            if (sda_i) ack_error <= 1;
                        end
                        else if (cnt == QUARTER*3) begin
                            scl_o <= 0;
                            state <= S_DATA;
                            bit_cnt <= 7;
                            if (rw) sda_oe <= 0; 
                            else begin sda_oe <= 1; shift_reg <= data_in; end
                        end
                    end
                    S_DATA: begin
                        if (rw) begin
                            if (cnt == QUARTER) scl_o <= 1;
                            else if (cnt == QUARTER*2) rx_reg[bit_cnt] <= sda_i;
                            else if (cnt == QUARTER*3) begin
                                scl_o <= 0;
                                if (bit_cnt == 0) state <= S_ACK2;
                                else bit_cnt <= bit_cnt - 1;
                            end
                        end else begin 
                            if (cnt == 0) sda_o <= shift_reg[bit_cnt];
                            else if (cnt == QUARTER) scl_o <= 1;
                            else if (cnt == QUARTER*3) begin
                                scl_o <= 0;
                                if (bit_cnt == 0) state <= S_ACK2;
                                else bit_cnt <= bit_cnt - 1;
                            end
                        end
                    end
                    S_ACK2: begin
                        if (rw) begin 
                             if (cnt == 0) begin sda_oe <= 1; sda_o <= stop; end 
                             else if (cnt == QUARTER) scl_o <= 1;
                             else if (cnt == QUARTER*3) begin scl_o <= 0; done <= 1; data_out <= rx_reg; state <= stop? S_STOP : S_IDLE; end
                        end else begin 
                             if (cnt == 0) sda_oe <= 0;
                             else if (cnt == QUARTER) scl_o <= 1;
                             else if (cnt == QUARTER*2) if (sda_i) ack_error <= 1;
                             else if (cnt == QUARTER*3) begin scl_o <= 0; done <= 1; state <= stop? S_STOP : S_IDLE; end
                        end
                    end
                    S_STOP: begin
                        if (cnt == 0) begin sda_oe <= 1; sda_o <= 0; end
                        else if (cnt == QUARTER) scl_o <= 1;
                        else if (cnt == QUARTER*2) sda_o <= 1;
                        else if (cnt == QUARTER*3) state <= S_IDLE;
                    end
                endcase
            end
        end
    end
endmodule
==> impl_metrics.ini <==
; synthesis and place-and-route metrics
[status]
status = completed

[pwr]
irDropWorstVdd_uv = 187.9
power_density_nw_per_um2 = 424.2
p_leak_nw = 1.589

[yosys]
synth_area_um2 = 3043
ys_area_um2 = 3043
yosys_most_used_dff = dfrtp_1
top_cell_area_share_pct = 37.83
ys_top_cells_by_area = dfrtp_1, edfxtp_1, ha_1
synth_flops = 57
ys_cells = 293
synth.most_common_cell = dfrtp_1
syn_area_per_cell_um2 = 10.39
synthTopCellsByCount = dfrtp_1, nand2_1, nor2_1
edf_count = 8
synthDistinctLibCells = 60
ys.warnings.count = 5
synth_cells = 293
yosysTopAreaCell = dfrtp_1
async_reset_ff_share_pct = 85.96
ys_seq_share_pct = 48.31

[cells_and_area]
drive_gt1_share_pct = 13.37
comb_area_um2 = 1435
fillCellCount = 1001
largest_reg_flops = 16
regArea_um2 = 1470
syn_to_final_growth_pct = 20.60
design_area_um2 = 3670
largest_register = cnt

[route]
drtIter0Drc = 127
avgRoutedWirePerCell_um = 13.27
post-route-drc-count = 0
vias = 2290
postRouteAntennaNets = 0
routed_wl_um = 6133
dr.pass1.iters = 4
insertedDiodeCount = 0
viasPerCell = 4.957

[cts]
cts_tree = yes
cts-hold-fix-buffers = 0
cts_num_sinks = 57
cts_resized = 0
clk_path_buf_depth = 2
cts-root-buf = clkbuf_8
post_cts_buffers = 0
htreeDepth = 3
clkTransAtPathRegs_ns = 0.07
cts_buffers = 9
clock_latency_ns = 0.34

[worst_hold_path]
holdPathStages = 1
hold_class = reg -> reg

[setup_path]
cpPeakStageDelay_ns = 0.59
cp.arrival_ns = 2.57
worstPathRequired_ns = 3.97
worst_r2r_startpoint = cnt[0]$_DFF_PN0_
r2r_setup_slack_ns = 1.40
critPathCaptureType = flop
worstPathMaxFanout = 12
reg2reg_to = shift_reg[5]$_DFFE_PP_
cp.depth = 7
path_buffers = 2
reg2regPathDepth = 7
path_cells = inv_1, ha_1, or4b_4, nor4_2, buf_4, nand2b_1, a21oi_1
slowest_stage = a21oi_1
startpoint = cnt[0]$_DFF_PN0_
start_kind = flop
path_delay_family = simple AND/OR/NAND/NOR gates
crit_type = reg -> reg
endpoint = shift_reg[5]$_DFFE_PP_

[final_timing]
finClkSkew_ns = 0.007203
setup-tns-final_ns = 0
fin_crit_sh_pct = 64.88
worstMarginPinSlew_ns = 0.7247
maxSlewHeadroom_pct = 51.69
setup_viol = 0
hold_viol = 0
fin_crit_ns = 2.595
max_freq_ghz = 0.3853
finalMaxSlewViolations = 0
rsz0062_at_grt = false

[die]
placementRows = 36
die_y_um = 102.7
placeableCoreArea_um2 = 9819
fp_util_pct = 30.99
chip_area_um2 = 10550
dieWidth_um = 102.7
ios = 34

[grt]
grt_pass1_vias = 2144
grt_util_met1_pct = 22.29
grt_pass1_wl_um = 10450
grt_max_degree = 50
grt-busiest-layer = met1
grtUsageTotal_pct = 12.90
use_met2_pct = 17.44
use_met3_pct = 1.930
grt_overflow = 0
antenna_found_initial = 0

[placement]
dpl_cell_area_um2 = 3453
io_buffers = 30
gp_congestion = 0.8664
hpwl_um = 4380

[run]
maxCapViolCount = 0
warnings = 31
## placed cells by master (no fill, tap or decap), drive strengths merged, types with 4 or more instances in the layout
cell type / n
and2: 4
nor3: 6
edfxtp: 8
nand4: 8
a31oi: 4
clkdlybuf4s50: 29
nor4: 6
o21ai: 15
ha: 9
mux2: 16
xnor2: 5
dfrtp: 46
nand2: 28
xor2: 8
clkbuf: 9
buf: 4
nor2: 24
nand3: 7
a21oi: 13
inv: 18
a21boi: 8
## logic make-up (layout without fill, tap and decap cells)
kind of cell    Yosys count  after routing  synth area share [%]
fa+ha+maj                 9              9                 3.701
compound gates           59             59                 12.71
flops                    57             57                 48.31
xor+xnor                 13             13                 3.742
simple gates            103            103                 18.79
buf+inv                  32             66                 4.769
mux                      19             19                 7.854
other cells               1              3                0.1232
## routing by layer
metal  routed length (µm)  vias to the layer above  part of all wire (%)
li1                     -                     1110                     -
met1                 3045                     1085                    50
met2                 2495                       83                    41
met3                  461                       12                   7.5
met4                  131                        0                   2.1
met5                    0                        -                     0
## stage by stage
| stage | setup slack, ns | power [W] | utilization [%] | std cells | hold slack (ns) |
|---|---|---|---|---|---|
| after floorplan | 1.530 | 0.0008967 | - | 295 | 0.4226 |
| final | 1.405 | 0.001557 | 37.37 | 462 | 0.4756 |
| after CTS | 1.379 | 0.001571 | 37.37 | 462 | 0.4825 |
| after global routing | 1.227 | 0.001644 | 37.37 | 462 | 0.5057 |
| after global placement | 1.414 | 0.0009715 | 35.17 | 446 | 0.4710 |
| after detailed placement | 1.384 | 0.0009747 | 35.17 | 446 | 0.4669 |
## power breakdown
group	switching (W)	total (W)	leakage, nW	internal, W
Sequential	0.0000764	0.000708	0.693	0.000631
Clock	0.000240	0.000590	0.110	0.000350
Combinational	0.000129	0.000259	0.786	0.000130
Total	0.000445	0.00156	1.59	0.00111
## layout make-up
type | count | area share [%]
Tap cell | 133 | 4.535
Timing Repair Buffer | 33 | 8.660
Inverter | 17 | 1.739
Sequential cell | 57 | 40.06
Clock inverter | 7 | 2.523
Clock buffer | 9 | 3.375
Multi-Input combinational cell | 206 | 39.11
## how the worst min path moves through the flow
stage         slack (ns)             startpoint                       to
CTS                 0.48  rx_reg[4]$_DFFE_PN0P_  data_out[4]$_DFFE_PN0P_
global route        0.51      scl_o$_DFFE_PN1P_        scl_o$_DFFE_PN1P_
finish              0.48  rx_reg[4]$_DFFE_PN0P_  data_out[4]$_DFFE_PN0P_
No activity file was given, so power comes from the tool's default toggle rates.
