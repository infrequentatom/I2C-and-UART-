**flow/run.sh**
```bash
#!/bin/bash
# OpenROAD 26Q1-2900-gdf79404cd8, Yosys 0.63+post, stock flow scripts
make -C /OpenROAD-flow-scripts/flow DESIGN_CONFIG=/design/flow/config.mk WORK_HOME=/design/flow/orfs finish
```
**flow/config.mk**
```make
export PLATFORM = sky130hd
export DESIGN_NAME = i2c_slave_core
export DESIGN_NICKNAME = i2c_slave_core
export VERILOG_FILES = /design/flow/design.v
export SDC_FILE = /design/flow/constraint.sdc
export NUM_CORES = 4
export LEC_CHECK = 1
export CORE_UTILIZATION = 30
```
**flow/constraint.sdc**
```tcl
current_design i2c_slave_core

set clk_period 3.1
set clk_io_pct 0.2

create_clock -name clk0 -period $clk_period [get_ports {clk}]

set non_clock_inputs [all_inputs -no_clocks]
set_input_delay [expr $clk_period * $clk_io_pct] -clock clk0 $non_clock_inputs
set_output_delay [expr $clk_period * $clk_io_pct] -clock clk0 [all_outputs]
```
**flow/design.v**
```verilog
module i2c_slave_core (
    input wire clk,
    input wire rst_n,
    inout wire sda,
    inout wire scl,
    output reg [7:0] rx_data,
    input wire [7:0] tx_data,
    output reg data_valid
);
    parameter SLAVE_ADDR = 7'h50;
    localparam S_IDLE = 0;
    localparam S_ADDR = 1;
    localparam S_RW = 2;
    localparam S_ACK = 3;
    localparam S_DATA_RX = 4;
    localparam S_DATA_TX = 5;
    localparam S_ACK_WAIT = 6;
    reg [2:0] state;
    reg sda_o, sda_oe;
    reg [2:0] bit_cnt;
    reg [6:0] addr_reg;
    reg rw_reg;
    reg [7:0] shift_reg;
    reg sda_s, scl_s, sda_old, scl_old;
    wire sda_i, scl_i;
    assign sda = sda_oe? (sda_o? 1'bz : 1'b0) : 1'bz;
    assign scl = 1'bz; 
    assign sda_i = sda;
    assign scl_i = scl;
    wire start_det = scl_s &&!sda_s && sda_old;
    wire stop_det = scl_s && sda_s &&!sda_old;
    wire scl_rise = scl_s &&!scl_old;
    wire scl_fall =!scl_s && scl_old;
    always @(posedge clk or negedge rst_n) begin
        if (!rst_n) begin
            sda_s <= 1; scl_s <= 1;
            sda_old <= 1; scl_old <= 1;
        end else begin
            sda_s <= sda; scl_s <= scl;
            sda_old <= sda_s; scl_old <= scl_s;
        end
    end
    always @(posedge clk or negedge rst_n) begin
        if (!rst_n) begin
            state <= S_IDLE;
            sda_oe <= 0;
            bit_cnt <= 0;
            data_valid <= 0;
            rx_data <= 0;
        end else begin
            if (start_det) begin
                state <= S_ADDR;
                bit_cnt <= 6;
                sda_oe <= 0;
            end else if (stop_det) begin
                state <= S_IDLE;
                sda_oe <= 0;
            end else begin
                case (state)
                    S_IDLE: begin
                        sda_oe <= 0;
                    end
                    S_ADDR: begin
                        if (scl_rise) begin
                            addr_reg[bit_cnt] <= sda_s;
                            if (bit_cnt == 0) state <= S_RW;
                            else bit_cnt <= bit_cnt - 1;
                        end
                    end
                    S_RW: begin
                        if (scl_rise) begin
                            rw_reg <= sda_s;
                            if (addr_reg == SLAVE_ADDR) state <= S_ACK;
                            else state <= S_IDLE;
                        end
                    end
                    S_ACK: begin
                        if (!scl_s) begin 
                            sda_oe <= 1; sda_o <= 0; 
                        end
                        if (scl_fall) begin 
                            sda_oe <= 0;
                            bit_cnt <= 7;
                            if (rw_reg) begin 
                                state <= S_DATA_TX;
                                shift_reg <= tx_data;
                            end else begin
                                state <= S_DATA_RX;
                            end
                        end
                    end
                    S_DATA_RX: begin
                        if (scl_rise) begin
                            shift_reg[bit_cnt] <= sda_s;
                            if (bit_cnt == 0) begin
                                rx_data <= {shift_reg[7:1], sda_s};
                                data_valid <= 1;
                                state <= S_ACK; 
                            end else bit_cnt <= bit_cnt - 1;
                        end
                    end
                    S_DATA_TX: begin
                         if (!scl_s) begin
                            sda_oe <= 1;
                            sda_o <= shift_reg[bit_cnt];
                         end
                         if (scl_fall) begin
                            if (bit_cnt == 0) begin
                                sda_oe <= 0;
                                state <= S_ACK_WAIT;
                            end else bit_cnt <= bit_cnt - 1;
                         end
                    end
                    S_ACK_WAIT: begin
                        if (scl_rise) begin
                            if (sda_s) state <= S_IDLE; 
                            else begin 
                                state <= S_DATA_TX; 
                                bit_cnt <= 7; 
                            end
                        end
                    end
                endcase
            end
        end
    end
endmodule
```
==> deck_impl_summary.md <==
Run Summary

Clocking
  – Num CTS Buffers: 5
  – Setup bufs post-CTS: 0
  – Clock sinks: 37
  – # H-tree levels: 2
  – Clk latency late pin: 0.28 ns
  – CTS resizes: 0
  – Clock Root Buffer: clkbuf_8
  – CTS clk-pin slew, worst paths: 0.07 ns
  – CTS tree: yes
  – Hold buffer count at cts: 0
  – Longest Clk Path Bufs: 2

Global route
  – Antenna violations before repair: 0
  – Grt ovf: 0
  – Vias in the first global route: 1242
  – Largest net degree at the start of global routing: 23
  – First-pass GRT wire length: 6182 um
  – Gr usage total: 12.40%

Detailed routing
  – Final Routed Wirelength: 3718 um
  – Drt pass-1 iters: 4
  – DR WL/cell: 13.37 um
  – ANT cells: 0
  – Initial drt markers: 82
  – Routed Antenna Nets: 0
  – Vias: 1338
  – # DRC: 0
  – DR vias/cell: 4.813

Logic synthesis
  – Yosys cell types: 49
  – Chip area in the Yosys report: 1949 um2
  – Leading area contributor after synthesis: dfrtp_1
  – Flip-flops with a built-in enable: 15
  – Post-synthesis sequential area ratio: 51.60%
  – Yosys Instances: 179
  – Avg Cell Area, Syn: 10.89 um2
  – Synth top area share: 23.11%
  – Post-synth ARST share: 59.46%
  – Post-Syn Instances: 179
  – Top cells, area: dfrtp_1, edfxtp_1, mux2_2
  – Ys flop type: dfrtp_1
  – Top cells by count: nand2_1, dfrtp_1, nor2_1, a21oi_1, edfxtp_1
  – Mapped cell area: 1949 um2
  – Post-synth regs: 37
  – Yosys warns: 4
  – Synth top cell by count: nand2_1

Power and ir drop
  – Total Power: 1.259 mW
  – Leakage: 0.9683 nW
  – Peak supply drop: 333.3 uV
  – Pwr dens: 553.3 nW/um2

Final layout
  – Finished Layout Cells: 278
  – Area growth syn-to-layout: 16.75%
  – Number of flip-flops under the largest register name: 8
  – Fraction of layout cells with a size suffix above 1: 16.42%

STA
  – F_max: 0.4435 GHz
  – RSZ-0062 raised after global routing: false
  – Worst Tran Pin Value: 0.7905 ns
  – Minimum clock period: 2.255 ns
  – Final Hold Fails: 0
  – Final Slew Violations: 0
  – Clock Skew: 0.007116 ns
  – Final clock period utilization by the worst path: 72.73%
  – Count of final setup violators: 0
  – Slew margin rel.: 47.30%
  – Setup tns final: 0 ns
  – Hold WS: 0.4578 ns

Floorplan
  – Die width: 82.61 um
  – Core area: 6314 um2
  – Chip footprint: 6824 um2
  – Die Ht: 82.61 um
  – Initial Util: 30.88%
  – # IOs: 21
  – Row count: 29

Worst setup path
  – Worst r2r src: bit_cnt[0]
  – Crit path max fanout: 15
  – Worst flop-to-flop path endpoint: shift_reg[6]
  – WP data arrival: 2.39 ns
  – Startpoint Class: flop
  – Crit path capture type: flop
  – Worst Setup SP: bit_cnt[0]
  – Setup CP Type: flop to flop
  – R2R Setup Slk: 0.85 ns
  – Critical Path RT: 3.23 ns
  – R2R cell count: 6

Hold path
  – Min-delay worst type: flop to flop
  – Hold EP: scl_old
  – Min-Delay Path Depth: 0
  – Hold wc startpoint: scl_s

Job
  – Max-Cap Viols: 0
  – Tool Warnings: 31

Placed design
  – RePlAce Congestion: 0.8414
  – IO buf count: 17
  – Placed instance count: 270
  – Hpwl dp: 2603 um

Status
  – Run status: complete, no violations
## placed cells by master (no fill, tap or decap), types with 2 or more instances in the layout
| cell | netlist | final |
|---|---|---|
| a21oi_1 | 15 | 15 |
| a31oi_1 | 3 | 3 |
| nand2_1 | 19 | 19 |
| nand4_1 | 2 | 2 |
| nand3_1 | 7 | 7 |
| nor2_1 | 16 | 16 |
| clkdlybuf4s50_1 | 0 | 17 |
| buf_4 | 2 | 2 |
| a21o_1 | 4 | 4 |
| nand3b_1 | 2 | 2 |
| edfxtp_1 | 15 | 15 |
| nand2b_1 | 6 | 6 |
| nor3_1 | 8 | 8 |
| ha_1 | 7 | 7 |
| clkinv_2 | 0 | 2 |
| dfrtp_1 | 18 | 18 |
| nor3b_1 | 2 | 2 |
| clkbuf_8 | 1 | 5 |
| mux2_2 | 10 | 10 |
| conb_1 | 1 | 4 |
| o21ai_0 | 2 | 2 |
| inv_1 | 4 | 4 |
| dfstp_2 | 4 | 4 |
## per-layer routing
metal  wire length, um  vias up  track usage [%]
li1                  -      676                -
met1              1969      629            21.46
met2              1566       28            16.53
met3               145        5            2.676
met4                36        0            1.897
met5                 0        -                0
## cell families (layout without fill, tap and decap cells)
group / count (synthesis) / after routing / synth area share [%]
and+or+nand+nor: 75 / 75 / 21.12
DFF: 37 / 37 / 51.60
AOI/OAI and AO/OA: 34 / 34 / 12.39
buffers and inverters: 13 / 32 / 3.465
muxes: 11 / 11 / 6.290
adders and majority gates: 7 / 7 / 4.493
other: 1 / 4 / 0.1924
xor gates and xnor gates: 1 / 1 / 0.4494
## area by class of cell
class / instances / area (um2)
Clock buffer: 6 / 72.57
Clock inverter: 2 / 10.01
Fill cell: 641 / 4038
Inverter: 5 / 18.77
Multi-Input combinational cell: 132 / 887.1
Sequential cell: 37 / 1006
Tap cell: 77 / 96.34
Timing Repair Buffer: 19 / 185.2
## power by group
part	switching (mW)	internal, mW	leakage (nW)	total, mW
Clock	0.166	0.156	0.0450	0.322
Sequential	0.0421	0.547	0.416	0.589
Combinational	0.202	0.146	0.507	0.348
Total	0.410	0.849	0.968	1.26
## critical path, stage by stage (launching register included)
cell and delay, ns:
dfrtp_1 0.55, inv_1 0.16, ha_1 0.24, ha_1 0.45, nor4_1 0.47, a21oi_1 0.07
a21oi_1 0.17
## how the worst max path moves through the flow
stage,slack [ns],endpoint
global route,0.65,shift_reg[3]
finish,0.85,shift_reg[6]
CTS,0.85,shift_reg[6]
## per-stage QoR
step                      setup slack, ns  util, %  cell area [um2]
after floorplan                     1.052        -             1961
after global placement             0.8459    34.74             2193
after detailed placement           0.8542    34.74             2193
after CTS                          0.8455    36.05             2276
after global routing               0.6481    36.05             2276
final                              0.8454    36.05             2276
Power figures rest on the tool's default switching activity, not on a simulated workload.
